### design.v
package risc_v_mike_pkg;
parameter ADDRESS_32_W = 32;
parameter DATA_32_W = ADDRESS_32_W;
parameter INSTR_32_W  = 32;
parameter REG_ADDR_W = 5;
parameter INSTR_OPCODE_W = 7;
parameter FUNCT3_W = 3;
parameter FUNCT7_W = 7;
parameter U_IMM_W = 25;
parameter PC_CNT_ADDR_WIDTH = 1024;
parameter PC_CNT_ADDR_SIZE = $clog2(PC_CNT_ADDR_WIDTH);
typedef logic [REG_ADDR_W - 1:0] t_register_addr; 
typedef logic [PC_CNT_ADDR_SIZE - 1:0] t_pc_addr;
typedef struct packed {
    logic [6:0] funct7;
    logic [2:0] funct3;
    logic [6:0] opcode;
} t_current_operation;
parameter INST_OPCODE_MSB       = 6;
parameter INST_RD_LSB           = INST_OPCODE_MSB + 1;                   
parameter INST_RD_MSB           = INST_RD_LSB + REG_ADDR_W - 1;          
parameter INST_FUNCT3_LSB       = INST_RD_MSB + 1;                       
parameter INST_FUNCT3_MSB       = INST_FUNCT3_LSB + FUNCT3_W - 1;        
parameter INST_RS1_LSB          = INST_FUNCT3_MSB + 1;                   
parameter INST_RS1_MSB          = INST_RS1_LSB + REG_ADDR_W - 1;         
parameter INST_RS2_LSB          = INST_RS1_MSB + 1;                      
parameter INST_RS2_MSB          = INST_RS2_LSB + REG_ADDR_W - 1;         
parameter INST_FUNCT7_LSB       = INST_RS2_MSB + 1;                      
parameter INST_FUNCT7_MSB       = INST_FUNCT7_LSB + FUNCT7_W - 1;             
typedef enum logic [3:0] {
    ALU_ADD,     
    ALU_SUB,     
    ALU_SLL,     
    ALU_SLT,     
    ALU_RSVD_4,  
    ALU_XOR,     
    ALU_SRL,     
    ALU_SRA,     
    ALU_OR,      
    ALU_AND      
} t_alu_opcode;
typedef enum logic[INSTR_OPCODE_W-1:0] {
    R_TYPE      = 7'b0110011,
    I_TYPE      = 7'b0010011,
    I_LOAD_TYPE = 7'b0000011,
    I_JALR_TYPE = 7'b1100111,
    I_ENV_TYPE  = 7'b1110011,
    S_TYPE      = 7'b0100011,
    B_TYPE      = 7'b1100011,
    J_TYPE      = 7'b1101111,
    U_LUI_TYPE  = 7'b0110111,  
    U_AUI_TYPE  = 7'b0010111   
} t_instr_opcode;
typedef enum {
    OP_ADD, 
    OP_SUB, 
    OP_XOR, 
    OP_OR, 
    OP_AND, 
    OP_SLL, 
    OP_SRL, 
    OP_SRA, 
    OP_SLT, 
    OP_SLTU,
    OP_ADDI, 
    OP_XORI, 
    OP_ORI, 
    OP_ANDI, 
    OP_SLLI, 
    OP_SRLI, 
    OP_SRAI, 
    OP_SLTI,
    OP_SLTIU, 
    OP_LB, 
    OP_LH, 
    OP_LW, 
    OP_LBU, 
    OP_LHU, 
    OP_JALR, 
    OP_ECALL, 
    OP_EBREAK,
    OP_SB, 
    OP_SH, 
    OP_SW,
    OP_BEQ, 
    OP_BNE, 
    OP_BLT, 
    OP_BGE, 
    OP_BLTU, 
    OP_BGEU,
    OP_JAL,
    OP_LUI, 
    OP_AUIPC,
    OP_NA
} t_instr_nmemonic;
typedef enum logic[INSTR_OPCODE_W-1:0] { 
    ZERO    = 7'd0,
    RA      = 7'd1,
    SP      = 7'd2,
    GP      = 7'd3,
    TP      = 7'd4,
    T0      = 7'd5,
    T1      = 7'd6,
    T2      = 7'd7,
    S0      = 7'd8,
    S1      = 7'd9,
    A0      = 7'd10,
    A1      = 7'd11,
    A2      = 7'd12,
    A3      = 7'd13,
    A4      = 7'd14,
    A5      = 7'd15,
    A6      = 7'd16,
    A7      = 7'd17,
    S2      = 7'd18,
    S3      = 7'd19,
    S4      = 7'd20,
    S5      = 7'd21,
    S6      = 7'd22,
    S7      = 7'd23,
    S8      = 7'd24,
    S9      = 7'd25,
    S10     = 7'd26,
    S11     = 7'd27,
    T3      = 7'd28,
    T4      = 7'd29,
    T5      = 7'd30,
    T6      = 7'd31
} t_instr_register;
endpackage
package UART_MIKE_pkg;
parameter UART_FRAME_WIDHT = 11;
parameter UART_FRAME_SIZE = $clog2(UART_FRAME_WIDHT);  
parameter UART_DATA_WIDTH = 8; 
parameter UART_DATA_SIZE = $clog2(UART_DATA_WIDTH);
parameter BYTE = 8;
parameter RX_CLOCK_WIDTH = 5208;  
parameter RX_CLOCK_SIZE = $clog2(RX_CLOCK_WIDTH);
typedef enum {IDLE, RX_DATA, WAIT_FLG_CLR, TX_DATA} UART_FSM;
typedef struct packed {
    logic stop;
    logic parity;    
    logic [UART_DATA_WIDTH-1:0] rx_byte;
} rx_byte_stop;
typedef struct packed {
    logic stop;
    logic parity;
    logic [UART_DATA_WIDTH-1:0] tx_byte;
    logic start;
} tx_byte_stop;
endpackage
import risc_v_mike_pkg::*;
import UART_MIKE_pkg::*;
module risc_v_mike_data_memory #(
    parameter DATA_MEM_WIDTH = 64,  
    parameter DATA_MEM_DEPTH = 16
)(
    input logic clk,
    input logic rst,
    input [DATA_32_W - 1:0] data_mem_addr,      
    input logic data_mem_write,               
    input logic [DATA_32_W - 1:0] data_mem_wr_data,
    output logic [DATA_32_W - 1:0] data_mem_rd_data,
    output logic [DATA_32_W-1:0] gpio_out0,
    output logic [DATA_32_W-1:0] gpio_out1,
    input logic [DATA_32_W-1:0] gpio_in0,
    input logic [DATA_32_W-1:0] gpio_in1
);
logic [DATA_MEM_DEPTH - 1:0][DATA_32_W - 1:0] data_mem;
logic [DATA_MEM_DEPTH - 1:0][DATA_32_W - 1:0] data_mem_ff;
genvar depth;
genvar depth_gpio;
assign data_mem[DATA_MEM_DEPTH-2] = gpio_in0;    
assign data_mem[DATA_MEM_DEPTH-1] = gpio_in1;    
generate
    for (depth = 0; depth < DATA_MEM_DEPTH; depth++) begin : g_data_mem  
        if (depth < DATA_MEM_DEPTH-2) begin 
            assign data_mem[depth] = (data_mem_write & (depth == data_mem_addr))? data_mem_wr_data : data_mem_ff[depth];
        end 
        always_ff @(posedge clk)					
		begin																
          if (rst) data_mem_ff[depth] <= '0 ;										
			else data_mem_ff[depth] <= data_mem[depth] ;												
		end
    end
endgenerate
assign data_mem_rd_data = (data_mem_addr < DATA_MEM_DEPTH) ? data_mem_ff[data_mem_addr] : 'b0;
assign gpio_out0 =  data_mem_ff[DATA_MEM_DEPTH-4];  
assign gpio_out1 =  data_mem_ff[DATA_MEM_DEPTH-3];  
endmodule
### run.sh
#!/bin/bash
# OpenROAD 26Q1-2900-gdf79404cd8, Yosys 0.63+post, stock flow scripts
make -C /OpenROAD-flow-scripts/flow DESIGN_CONFIG=/design/flow/config.mk WORK_HOME=/design/flow/orfs finish
### config.mk
export PLATFORM = sky130hd
export DESIGN_NAME = risc_v_mike_data_memory
export DESIGN_NICKNAME = risc_v_mike_data_memory
export VERILOG_FILES = /design/flow/design.v
export SDC_FILE = /design/flow/constraint.sdc
export NUM_CORES = 4
export LEC_CHECK = 1
export CORE_UTILIZATION = 30
### constraint.sdc
current_design risc_v_mike_data_memory

set clk_period 21.3
set clk_io_pct 0.2

create_clock -name clk0 -period $clk_period [get_ports {clk}]

set non_clock_inputs [all_inputs -no_clocks]
set_input_delay [expr $clk_period * $clk_io_pct] -clock clk0 $non_clock_inputs
set_output_delay [expr $clk_period * $clk_io_pct] -clock clk0 [all_outputs]
==> results.json <==
{
  "wl_per_cell_um": 20.8,
  "syn-cell-area_um2": 23500,
  "dp_hpwl_um": 40900,
  "fmax_ghz": 0.0839,
  "numCtsBuffers": 55,
  "cts_root_buffer": "clkbuf_16",
  "core_util_floorplan_pct": 30.4,
  "critPathKind": "primary input to primary output",
  "flop_area_um2": 10200,
  "top_regs": "data_mem_ff (512)",
  "drv_cap": 0,
  "crit_top_cell": "buf_4",
  "viasPerCell": 4.75,
  "worstMarginPinSlew_ps": 802,
  "status": "completed",
  "slew_viol_final": 0,
  "numPortBuffers": 226,
  "cts-htree-levels": 2,
  "area_delta_synth_final_pct": 18.2,
  "ys_seq_share_pct": 43.6,
  "synth_top_cell_by_count": "dfxtp_1",
  "finalWorstPathRequiredPeriod_ps": 11920,
  "clk_pin_slew_worst_paths_ps": 60,
  "track_usage_pct": 17.1,
  "synth_flop_count": 512,
  "cts.sinks": 512,
  "postCtsSetupBuffers": 0,
  "die_area_um2": 79500,
  "grt_pass1_vias": 15500,
  "cp_data_required_time_ps": 17040,
  "fin_crit_sh_pct": 56.0,
  "slew_headroom_pct": 46.5,
  "largest-register": "data_mem_ff",
  "diodes": 0,
  "finalWirelength_um": 65600,
  "hold_viol_final": 0,
  "ios": 227,
  "n_fill_cell": 7356,
  "synth_area_per_cell_um2": 11.7,
  "final_util_pct": 35.9,
  "drtIter0Drc": 676,
  "async_reset_ff_share_pct": 0,
  "die_w_um": 282,
  "overflow": 0,
  "rsz0062_at_grt": "false",
  "drive_gt1_share_pct": 12.7,
  "critical_path.cell_chain": "buf_8, buf_4, buf_4, mux4_2, a22oi_1, a21oi_1, clkdlybuf4s50_1",
  "crit_path_end_kind": "primary output",
  "syn_inst": 2012,
  "cts_tree": "done",
  "dr.pass1.iters": 4,
  "fp.dieH_um": 282,
  "crit_fanout": 40,
  "logic_area_um2": 11900,
  "synth_top_cell_by_area": "dfxtp_1",
  "drc": 0,
  "yosys_warnings": 1,
  "clock_skew_ps": 0,
  "power.leakage_nw": 12.4,
  "setup_viol": 0,
  "hp-class": "flop to flop",
  "cts_buffer_depth": 3,
  "powerDensity_nw_per_um2": 74.7,
  "slowest_stage": "buf_4",
  "ys_top_cells_by_area": "dfxtp_1 (44%), mux2i_1 (19%), nand2b_1 (13%), mux4_2 (12%), buf_4 (2.2%)",
  "ff_type": "dfxtp_1",
  "grt_pass1_wl_um": 98600,
  "ys_types": 24,
  "largest_register_ffs": 512,
  "ctsHoldBuffers": 0,
  "top_cell_area_share_pct": 43.6,
  "via_count": 15000,
  "ys_cells": 2012,
  "antenna_found_initial": 0,
  "hold_ws_ps": 473,
  "ir_drop_mv": 0.0529,
  "tns_ps": 0,
  "place.gp.congestion": 0.804,
  "ctsResizeCount": 0,
  "yosys-stat-area_um2": 23500,
  "clk-insertion-delay-late_ps": 620,
  "ys_top_cells_by_count": "dfxtp_1 (512), nand2b_1 (480), mux2i_1 (448)",
  "grt_max_degree": 157,
  "ant_nets": 0,
  "edf_count": 0,
  "rows": 102,
  "worstPathArrival_ps": 7660,
  "log.warning_count": 27,
  "cp-start-kind": "primary input",
  "cpPeakStageDelay_ps": 690,
  "fp.coreArea_um2": 77500
}
-- layout make-up --
type / instances / share of cell area [%]
tap: 1040 / 4.68
timing repair buffer: 259 / 9.07
multi-input combinational: 1249 / 42.6
sequential: 512 / 36.9
clock buffer: 81 / 5.89
clock inverter: 17 / 0.869
-- per-layer routing --
metal  part of all wire, %  wire, um  track usage [%]
met3                   6.0      3960             4.43
met2                    51     33300             29.0
met1                    41     26700             22.3
met4                   2.5      1650             3.75
met5                     0         0                0
-- logic make-up after synthesis --
logic type             after synthesis  share of synthesized area [%]
AOI/OAI and AO/OA                   96                           2.72
DFF                                512                           43.6
and+or+nand+nor                    577                           16.1
muxes                              576                           31.3
buffers and inverters              251                           6.31
-- through the flow --
stage	setup WS, ps	instance area, um^2	std cells	total power, mW
2_1_floorplan	11440	23500	2012	1.06
3_3_place_gp	9310	25900	3060	1.10
4_1_cts	9280	27800	3158	2.10
6_report	9380	27800	3158	2.08
3_5_place_dp	9290	25900	3060	1.11
5_1_grt	9050	27800	3158	2.15
-- power breakdown --
part / switching (mW) / internal (mW)
registers: 0.00159 / 0.964
logic: 0.0610 / 0.0556
clock network: 0.403 / 0.591
total: 0.465 / 1.61
-- critical path, delay by kind of cell --
kind / cells / cell delay, ps
buffers and inverters: 4 / 2200
multiplexers: 1 / 590
AND-OR/OR-AND: 2 / 540
-- path summary, 6_finish.rpt --
| check | start | end | slack [ps] | cells past startpoint |
|---|---|---|---|---|
| worst max-delay path | data_mem_addr[0] | data_mem_rd_data[2] | 9380 | 7 |
| worst min-delay path | data_mem_ff[213]$_SDFFE_PP0P_ | data_mem_ff[213]$_SDFFE_PP0P_ | 470 | 2 |
| worst min register to register | data_mem_ff[213]$_SDFFE_PP0P_ | data_mem_ff[213]$_SDFFE_PP0P_ | 470 | 2 |
| worst max register to register | data_mem_ff[419]$_SDFFE_PP0P_ | data_mem_ff[419]$_SDFFE_PP0P_ | 20600 | 2 |
-- cell usage in the layout (no fill, tap or decap) --
cell type / instances
nand2_2: 1
nand4_4: 13
and3b_1: 1
and2_2: 1
clkdlybuf4s50_1: 223
dfxtp_1: 512
buf_8: 2
nor2_4: 2
nand4_1: 1
inv_16: 1
nor3b_4: 1
buf_6: 1
a21oi_1: 32
buf_4: 33
bufinv_16: 5
mux2i_1: 448
clkbuf_8: 12
clkinvlp_4: 2
nand2b_1: 480
nor4_1: 7
mux4_2: 128
a22oi_1: 64
clkinv_2: 6
clkbuf_1: 12
and4_1: 1
clkbuf_16: 57
nor2b_4: 2
and3_1: 2
nand2_1: 1
nor2b_1: 64
clkinv_4: 3
Power and IR drop assume default switching activity.
