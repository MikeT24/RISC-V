==> ./config.mk <==
export PLATFORM = sky130hd
export DESIGN_NAME = risc_v_mike_sign_extend
export DESIGN_NICKNAME = risc_v_mike_sign_extend
export VERILOG_FILES = /design/flow/design.v
export SDC_FILE = /design/flow/constraint.sdc
export NUM_CORES = 4
export LEC_CHECK = 1
export CORE_AREA = 10 10 70 70
export DIE_AREA = 0 0 80 80
==> ./constraint.sdc <==
current_design risc_v_mike_sign_extend

set clk_period 2.0
set clk_io_pct 0.2

create_clock -name clk0 -period $clk_period

set non_clock_inputs [all_inputs -no_clocks]
set_input_delay [expr $clk_period * $clk_io_pct] -clock clk0 $non_clock_inputs
set_output_delay [expr $clk_period * $clk_io_pct] -clock clk0 [all_outputs]
==> ./design.v <==
package risc_v_mike_pkg;
parameter ADDRESS_32_W = 32;
parameter DATA_32_W = ADDRESS_32_W;
parameter INSTR_32_W  = 32;
parameter REG_ADDR_W = 5;
parameter INSTR_OPCODE_W = 7;
parameter FUNCT3_W = 3;
parameter FUNCT7_W = 7;
parameter U_IMM_W = 25;
parameter PC_CNT_ADDR_WIDTH = 1024;
parameter PC_CNT_ADDR_SIZE = $clog2(PC_CNT_ADDR_WIDTH);
typedef logic [REG_ADDR_W - 1:0] t_register_addr; 
typedef logic [PC_CNT_ADDR_SIZE - 1:0] t_pc_addr;
typedef struct packed {
    logic [6:0] funct7;
    logic [2:0] funct3;
    logic [6:0] opcode;
} t_current_operation;
parameter INST_OPCODE_MSB       = 6;
parameter INST_RD_LSB           = INST_OPCODE_MSB + 1;                   
parameter INST_RD_MSB           = INST_RD_LSB + REG_ADDR_W - 1;          
parameter INST_FUNCT3_LSB       = INST_RD_MSB + 1;                       
parameter INST_FUNCT3_MSB       = INST_FUNCT3_LSB + FUNCT3_W - 1;        
parameter INST_RS1_LSB          = INST_FUNCT3_MSB + 1;                   
parameter INST_RS1_MSB          = INST_RS1_LSB + REG_ADDR_W - 1;         
parameter INST_RS2_LSB          = INST_RS1_MSB + 1;                      
parameter INST_RS2_MSB          = INST_RS2_LSB + REG_ADDR_W - 1;         
parameter INST_FUNCT7_LSB       = INST_RS2_MSB + 1;                      
parameter INST_FUNCT7_MSB       = INST_FUNCT7_LSB + FUNCT7_W - 1;             
typedef enum logic [3:0] {
    ALU_ADD,     
    ALU_SUB,     
    ALU_SLL,     
    ALU_SLT,     
    ALU_RSVD_4,  
    ALU_XOR,     
    ALU_SRL,     
    ALU_SRA,     
    ALU_OR,      
    ALU_AND      
} t_alu_opcode;
typedef enum logic[INSTR_OPCODE_W-1:0] {
    R_TYPE      = 7'b0110011,
    I_TYPE      = 7'b0010011,
    I_LOAD_TYPE = 7'b0000011,
    I_JALR_TYPE = 7'b1100111,
    I_ENV_TYPE  = 7'b1110011,
    S_TYPE      = 7'b0100011,
    B_TYPE      = 7'b1100011,
    J_TYPE      = 7'b1101111,
    U_LUI_TYPE  = 7'b0110111,  
    U_AUI_TYPE  = 7'b0010111   
} t_instr_opcode;
typedef enum {
    OP_ADD, 
    OP_SUB, 
    OP_XOR, 
    OP_OR, 
    OP_AND, 
    OP_SLL, 
    OP_SRL, 
    OP_SRA, 
    OP_SLT, 
    OP_SLTU,
    OP_ADDI, 
    OP_XORI, 
    OP_ORI, 
    OP_ANDI, 
    OP_SLLI, 
    OP_SRLI, 
    OP_SRAI, 
    OP_SLTI,
    OP_SLTIU, 
    OP_LB, 
    OP_LH, 
    OP_LW, 
    OP_LBU, 
    OP_LHU, 
    OP_JALR, 
    OP_ECALL, 
    OP_EBREAK,
    OP_SB, 
    OP_SH, 
    OP_SW,
    OP_BEQ, 
    OP_BNE, 
    OP_BLT, 
    OP_BGE, 
    OP_BLTU, 
    OP_BGEU,
    OP_JAL,
    OP_LUI, 
    OP_AUIPC,
    OP_NA
} t_instr_nmemonic;
typedef enum logic[INSTR_OPCODE_W-1:0] { 
    ZERO    = 7'd0,
    RA      = 7'd1,
    SP      = 7'd2,
    GP      = 7'd3,
    TP      = 7'd4,
    T0      = 7'd5,
    T1      = 7'd6,
    T2      = 7'd7,
    S0      = 7'd8,
    S1      = 7'd9,
    A0      = 7'd10,
    A1      = 7'd11,
    A2      = 7'd12,
    A3      = 7'd13,
    A4      = 7'd14,
    A5      = 7'd15,
    A6      = 7'd16,
    A7      = 7'd17,
    S2      = 7'd18,
    S3      = 7'd19,
    S4      = 7'd20,
    S5      = 7'd21,
    S6      = 7'd22,
    S7      = 7'd23,
    S8      = 7'd24,
    S9      = 7'd25,
    S10     = 7'd26,
    S11     = 7'd27,
    T3      = 7'd28,
    T4      = 7'd29,
    T5      = 7'd30,
    T6      = 7'd31
} t_instr_register;
endpackage
package UART_MIKE_pkg;
parameter UART_FRAME_WIDHT = 11;
parameter UART_FRAME_SIZE = $clog2(UART_FRAME_WIDHT);  
parameter UART_DATA_WIDTH = 8; 
parameter UART_DATA_SIZE = $clog2(UART_DATA_WIDTH);
parameter BYTE = 8;
parameter RX_CLOCK_WIDTH = 5208;  
parameter RX_CLOCK_SIZE = $clog2(RX_CLOCK_WIDTH);
typedef enum {IDLE, RX_DATA, WAIT_FLG_CLR, TX_DATA} UART_FSM;
typedef struct packed {
    logic stop;
    logic parity;    
    logic [UART_DATA_WIDTH-1:0] rx_byte;
} rx_byte_stop;
typedef struct packed {
    logic stop;
    logic parity;
    logic [UART_DATA_WIDTH-1:0] tx_byte;
    logic start;
} tx_byte_stop;
endpackage
import risc_v_mike_pkg::*;
module risc_v_mike_sign_extend (
    input logic [2:0] imm_src,
    input logic [INSTR_32_W - 1:0] instruction,
    output logic [DATA_32_W - 1:0] imm_ext
);
always_comb begin 
    case (imm_src)
        0: imm_ext = {{20{instruction[31]}}, instruction[31:20]};
        1: imm_ext = {{20{instruction[31]}}, instruction[31:25], instruction[11:7]};
        2: imm_ext = {{19{instruction[31]}}, instruction[31], instruction[7], instruction[30:25], instruction[11:8], 1'b0 }; 
        3: imm_ext = {{11{instruction[31]}}, instruction[31], instruction[19:12], instruction[20], instruction[30:21], 1'b0 };
        default: imm_ext = 'hDEADBEEF;
    endcase
end
endmodule
==> ./run.sh <==
#!/bin/bash
# OpenROAD 26Q1-2900-gdf79404cd8, Yosys 0.63+post, stock flow scripts
make -C /OpenROAD-flow-scripts/flow DESIGN_CONFIG=/design/flow/config.mk WORK_HOME=/design/flow/orfs finish
==> flow_summary.html <==
<h2>Implementation results</h2>
<table>
<tr><th>Metric</th><th>Value</th></tr>
<tr><th colspan="2">Status</th></tr>
<tr><td>Outcome</td><td>finished clean</td></tr>
<tr><th colspan="2">Detailed routing</th></tr>
<tr><td>Number of remaining DRC errors</td><td>0</td></tr>
<tr><td>Residual antenna-violating net count after detailed routing</td><td>0</td></tr>
<tr><td>Number of iterations in the first detailed-routing pass</td><td>3</td></tr>
<tr><td>Total antenna diodes in the routed design</td><td>0</td></tr>
<tr><td>Routed wirelength normalized by instance count</td><td>12.14 µm</td></tr>
<tr><td>Total via count after detailed routing</td><td>561</td></tr>
<tr><td>Initial DRC Count</td><td>9</td></tr>
<tr><td>Aggregate routed wire length</td><td>1894 µm</td></tr>
<tr><td>Post-detailed-route via-to-cell ratio</td><td>3.596</td></tr>
<tr><th colspan="2">Floorplan</th></tr>
<tr><td>Placeable core region</td><td>0.003416 mm²</td></tr>
<tr><td>Total die size</td><td>0.006400 mm²</td></tr>
<tr><td>Io pins</td><td>67</td></tr>
<tr><td>Die Height</td><td>80 µm</td></tr>
<tr><td>Chip Width</td><td>80 µm</td></tr>
<tr><td>Initial standard-cell utilization of the core</td><td>0.1103</td></tr>
<tr><td>Number of rows in the core area</td><td>21</td></tr>
<tr><th colspan="2">Setup path</th></tr>
<tr><td>Slowest-stage cell, CP</td><td>sky130_fd_sc_hd__clkdlybuf4s50_1</td></tr>
<tr><td>Worst Path Buf+Inv</td><td>3</td></tr>
<tr><td>Delay-heaviest family, CP</td><td>buffers and inverters</td></tr>
<tr><td>Worst Path Required</td><td>1.60 ns</td></tr>
<tr><td>Worst path arrival time</td><td>1.55 ns</td></tr>
<tr><td>CP startpoint</td><td>imm_src[1]</td></tr>
<tr><td>Delay of the slowest critical-path stage</td><td>0.48 ns</td></tr>
<tr><td>Critical Path, Cell by Cell</td><td>buf_2 &gt; buf_6 &gt; a21bo_4 &gt; a21oi_2 &gt; clkdlybuf4s50_1</td></tr>
<tr><td>Type of destination of the critical path</td><td>output pin</td></tr>
<tr><td>Highest fanout seen on the critical path</td><td>9</td></tr>
<tr><td>Kind of critical path</td><td>input pin to output pin</td></tr>
<tr><td>Kind of start point of the critical path</td><td>input pin</td></tr>
<tr><th colspan="2">Cells and area</th></tr>
<tr><td>Layout cell share with drive strength beyond 1</td><td>0.1818</td></tr>
<tr><td>FF/Latch Area</td><td>0 µm²</td></tr>
<tr><td>MI comb area</td><td>297.8 µm²</td></tr>
<tr><td>Area growth from synthesis to layout</td><td>166.8%</td></tr>
<tr><td>End-of-flow core utilization</td><td>0.2941</td></tr>
<tr><td>Filler instances</td><td>367</td></tr>
<tr><td># clk buffers</td><td>0</td></tr>
<tr><td>Final non-filler cell area</td><td>0.001005 mm²</td></tr>
<tr><td>Seq_cells</td><td>0</td></tr>
<tr><th colspan="2">Place</th></tr>
<tr><td>Placed cell areas</td><td>974.7 µm²</td></tr>
<tr><td>Post-detail-place hpwl</td><td>1667 µm</td></tr>
<tr><td>Number of input and output port buffers inserted</td><td>60</td></tr>
<tr><td>Gpl congestion</td><td>0.6622</td></tr>
<tr><th colspan="2">Yosys</th></tr>
<tr><td>Synthesized-area fraction occupied by adder cells</td><td>0</td></tr>
<tr><td>Post-synthesis cell count from yosys</td><td>59</td></tr>
<tr><td>Top cells by area</td><td>sky130_fd_sc_hd__buf_4 20%, sky130_fd_sc_hd__nand3_1 19%, sky130_fd_sc_hd__mux2i_1 16%, sky130_fd_sc_hd__or2_2 10%, sky130_fd_sc_hd__nor2_1 6.0%</td></tr>
<tr><td>Count of synthesis-stage warnings from yosys</td><td>1</td></tr>
<tr><td>Compound-Gate Fraction of Synth Area</td><td>0.08306</td></tr>
<tr><td>Distinct lib cells</td><td>17</td></tr>
<tr><td>Dominant kind of combinational cell</td><td>simple AND/OR/NAND/NOR gates</td></tr>
<tr><td>Mux area share</td><td>0.1595</td></tr>
<tr><td>Cell type with the highest aggregate area in the netlist</td><td>sky130_fd_sc_hd__buf_4</td></tr>
<tr><td>Gate Count Post-Synth</td><td>59</td></tr>
<tr><td>Area of the mapped netlist</td><td>376.6 µm²</td></tr>
<tr><td>Mean area per synthesized cell</td><td>6.383 µm²</td></tr>
<tr><td>Area share, top type</td><td>0.1993</td></tr>
<tr><td>XOR/XNOR Fraction of Synth Area</td><td>0.04319</td></tr>
<tr><td>Proportion of synthesized chip area in sequential cells</td><td>0</td></tr>
<tr><td>Chip area in the Yosys report</td><td>376.6 µm²</td></tr>
<tr><td>Area fraction in and, or, nand and nor cells after synthesis</td><td>0.4252</td></tr>
<tr><th colspan="2">Worst hold path</th></tr>
<tr><td>Hold/Removal Path Class</td><td>input pin to output pin</td></tr>
<tr><td>Launch instance of the worst min-delay path</td><td>instruction[7]</td></tr>
<tr><th colspan="2">STA</th></tr>
<tr><td>Max_slew headroom</td><td>0.8509</td></tr>
<tr><td>Period minus WS final</td><td>1.948 ns</td></tr>
<tr><td>Final slew viol count</td><td>0</td></tr>
<tr><td>Period Utilization, post-route</td><td>0.9738</td></tr>
<tr><td>Highest attainable clock frequency</td><td>513.4 MHz</td></tr>
<tr><td>Final setup fails</td><td>0</td></tr>
<tr><td>Hold violation total from the final report</td><td>0</td></tr>
<tr><td>Measured slew at the worst slew-check pin</td><td>0.2236 ns</td></tr>
<tr><th colspan="2">Clocking</th></tr>
<tr><td>Hold-fix buffers, CTS</td><td>0</td></tr>
<tr><td>Post-CTS Repair Setup Buffers</td><td>0</td></tr>
<tr><th colspan="2">GRT</th></tr>
<tr><td>Wire length of the first global-routing pass</td><td>2822 µm</td></tr>
<tr><td>Total grt overflow</td><td>0</td></tr>
<tr><td>Pin count of the biggest net entering global routing</td><td>15</td></tr>
<tr><td>Global router's overall resource usage</td><td>0.05245</td></tr>
<tr><td>Via count of the first global-routing pass</td><td>584</td></tr>
<tr><td>Number of antenna violations at the first check in global routing</td><td>0</td></tr>
<tr><th colspan="2">Flow run</th></tr>
<tr><td>Tally of max-capacitance violations</td><td>0</td></tr>
<tr><td>OpenROAD warning count</td><td>39</td></tr>
<tr><th colspan="2">Pwr</th></tr>
<tr><td>Power density relative to cell area</td><td>195.7 mW/mm²</td></tr>
<tr><td>Max VDD drop</td><td>0.07713 mV</td></tr>
<tr><td>Leakage power</td><td>0.4354 nW</td></tr>
</table>
[power breakdown]
| part | switching, W | internal, W | total, W |
|---|---|---|---|
| clock network | 0 | 0 | 0 |
| registers | 0 | 0 | 0 |
| logic | 0.0000546 | 0.000142 | 0.000197 |
| total | 0.0000546 | 0.000142 | 0.000197 |
[metal layers]
layer  routed length, µm  GRT usage  vias up
li1                    -          -      291
met5                   0          0        -
met4                   0          0        0
met1                 711    0.06077      235
met2                 848    0.08587       35
met3                 335    0.03182        0
[Yosys cell counts]
| cell type | n |
|---|---|
| sky130_fd_sc_hd__a21oi_1 | 2 |
| sky130_fd_sc_hd__xnor2_2 | 1 |
| sky130_fd_sc_hd__inv_1 | 1 |
| sky130_fd_sc_hd__nand3_1 | 14 |
| sky130_fd_sc_hd__a21bo_2 | 1 |
| sky130_fd_sc_hd__buf_4 | 10 |
| sky130_fd_sc_hd__nor2_1 | 6 |
| sky130_fd_sc_hd__mux2i_1 | 6 |
| sky130_fd_sc_hd__buf_2 | 3 |
| sky130_fd_sc_hd__a31oi_1 | 1 |
| sky130_fd_sc_hd__nor2b_1 | 2 |
| sky130_fd_sc_hd__nand2b_1 | 2 |
| sky130_fd_sc_hd__buf_6 | 1 |
| sky130_fd_sc_hd__nor3_1 | 1 |
| sky130_fd_sc_hd__o21ai_0 | 1 |
| sky130_fd_sc_hd__clkbuf_1 | 1 |
| sky130_fd_sc_hd__or2_2 | 6 |
[worst paths after layout]
| check | endpoint | slack [ns] | depth (start not counted) |
|---|---|---|---|
| max | imm_ext[17] | 0.05 | 5 |
| min | imm_ext[0] | 1.22 | 4 |
[worst min-delay path, cell delays in order]
cell and delay, ns:
sky130_fd_sc_hd__dlymetal6s2s_1 0.11, sky130_fd_sc_hd__mux2i_1 0.08, sky130_fd_sc_hd__o21ai_1 0.13, sky130_fd_sc_hd__dlymetal6s2s_1 0.11
[cell families after synthesis]
logic type	count (synthesis)
mux	6
simple gates	31
buf+inv	16
xor+xnor	1
compound gates	5
[through the flow]
| step | power, W | setup TNS, ns | hold slack, ns | instances | setup WS, ns |
|---|---|---|---|---|---|
| final | 0.0001966 | 0 | 1.224 | 156 | 0.05232 |
| after global routing | 0.0002161 | -0.06306 | 1.330 | 156 | -0.06306 |
| after CTS | 0.0002021 | 0 | 1.504 | 156 | 0.01727 |
| after detailed placement | 0.0001963 | -7.631 | 1.733 | 156 | -0.3639 |
| after global placement | 0.0001958 | -7.202 | 1.719 | 156 | -0.3573 |
| after floorplan | 0.00006115 | 0 | 0.8622 | 59 | 0.5882 |
[cell usage in the layout, fill, tap and decap left out]
master                            instances
sky130_fd_sc_hd__mux2i_1                  6
sky130_fd_sc_hd__or2_2                    5
sky130_fd_sc_hd__inv_1                    1
sky130_fd_sc_hd__nor2b_1                  1
sky130_fd_sc_hd__xnor2_4                  1
sky130_fd_sc_hd__clkbuf_2                 1
sky130_fd_sc_hd__dlygate4sd2_1            2
sky130_fd_sc_hd__nor3_1                   1
sky130_fd_sc_hd__buf_4                    4
sky130_fd_sc_hd__nand3_1                 14
sky130_fd_sc_hd__a21bo_4                  1
sky130_fd_sc_hd__a21oi_2                  2
sky130_fd_sc_hd__dlymetal6s2s_1           4
sky130_fd_sc_hd__a31oi_1                  1
sky130_fd_sc_hd__buf_2                    2
sky130_fd_sc_hd__clkdlybuf4s50_1         51
sky130_fd_sc_hd__nor2_1                   6
sky130_fd_sc_hd__nand2b_1                 2
sky130_fd_sc_hd__nor2b_2                  1
sky130_fd_sc_hd__or2_4                    1
sky130_fd_sc_hd__o21ai_1                  1
sky130_fd_sc_hd__buf_6                    2
[timing repair]
item,in CTS,in global routing
pin swaps,1,4
endpoints found under the setup margin,32,5
gates resized,19,8
[layout make-up]
| class | count | share of cell area |
|---|---|---|
| timing repair buffer | 66 | 0.6426 |
| multi-input combinational | 43 | 0.2964 |
| tap | 46 | 0.05729 |
| inverter | 1 | 0.003736 |
Power figures rest on the tool's default switching activity, not on a simulated workload.
