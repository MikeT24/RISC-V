[design/flow/config.mk]
export PLATFORM = sky130hd
export DESIGN_NAME = counter
export DESIGN_NICKNAME = counter
export VERILOG_FILES = /design/flow/design.v
export SDC_FILE = /design/flow/constraint.sdc
export NUM_CORES = 4
export LEC_CHECK = 1
export CORE_AREA = 10 10 97 97
export DIE_AREA = 0 0 107 107
[design/flow/constraint.sdc]
current_design counter

set clk_period 3.2
set clk_io_pct 0.2

create_clock -name clk0 -period $clk_period [get_ports {clk}]

set non_clock_inputs [all_inputs -no_clocks]
set_input_delay [expr $clk_period * $clk_io_pct] -clock clk0 $non_clock_inputs
set_output_delay [expr $clk_period * $clk_io_pct] -clock clk0 [all_outputs]
[design/flow/design.v]
package risc_v_mike_pkg;
parameter ADDRESS_32_W = 32;
parameter DATA_32_W = ADDRESS_32_W;
parameter INSTR_32_W  = 32;
parameter REG_ADDR_W = 5;
parameter INSTR_OPCODE_W = 7;
parameter FUNCT3_W = 3;
parameter FUNCT7_W = 7;
parameter U_IMM_W = 25;
parameter PC_CNT_ADDR_WIDTH = 1024;
parameter PC_CNT_ADDR_SIZE = $clog2(PC_CNT_ADDR_WIDTH);
typedef logic [REG_ADDR_W - 1:0] t_register_addr; 
typedef logic [PC_CNT_ADDR_SIZE - 1:0] t_pc_addr;
typedef struct packed {
    logic [6:0] funct7;
    logic [2:0] funct3;
    logic [6:0] opcode;
} t_current_operation;
parameter INST_OPCODE_MSB       = 6;
parameter INST_RD_LSB           = INST_OPCODE_MSB + 1;                   
parameter INST_RD_MSB           = INST_RD_LSB + REG_ADDR_W - 1;          
parameter INST_FUNCT3_LSB       = INST_RD_MSB + 1;                       
parameter INST_FUNCT3_MSB       = INST_FUNCT3_LSB + FUNCT3_W - 1;        
parameter INST_RS1_LSB          = INST_FUNCT3_MSB + 1;                   
parameter INST_RS1_MSB          = INST_RS1_LSB + REG_ADDR_W - 1;         
parameter INST_RS2_LSB          = INST_RS1_MSB + 1;                      
parameter INST_RS2_MSB          = INST_RS2_LSB + REG_ADDR_W - 1;         
parameter INST_FUNCT7_LSB       = INST_RS2_MSB + 1;                      
parameter INST_FUNCT7_MSB       = INST_FUNCT7_LSB + FUNCT7_W - 1;             
typedef enum logic [3:0] {
    ALU_ADD,     
    ALU_SUB,     
    ALU_SLL,     
    ALU_SLT,     
    ALU_RSVD_4,  
    ALU_XOR,     
    ALU_SRL,     
    ALU_SRA,     
    ALU_OR,      
    ALU_AND      
} t_alu_opcode;
typedef enum logic[INSTR_OPCODE_W-1:0] {
    R_TYPE      = 7'b0110011,
    I_TYPE      = 7'b0010011,
    I_LOAD_TYPE = 7'b0000011,
    I_JALR_TYPE = 7'b1100111,
    I_ENV_TYPE  = 7'b1110011,
    S_TYPE      = 7'b0100011,
    B_TYPE      = 7'b1100011,
    J_TYPE      = 7'b1101111,
    U_LUI_TYPE  = 7'b0110111,  
    U_AUI_TYPE  = 7'b0010111   
} t_instr_opcode;
typedef enum {
    OP_ADD, 
    OP_SUB, 
    OP_XOR, 
    OP_OR, 
    OP_AND, 
    OP_SLL, 
    OP_SRL, 
    OP_SRA, 
    OP_SLT, 
    OP_SLTU,
    OP_ADDI, 
    OP_XORI, 
    OP_ORI, 
    OP_ANDI, 
    OP_SLLI, 
    OP_SRLI, 
    OP_SRAI, 
    OP_SLTI,
    OP_SLTIU, 
    OP_LB, 
    OP_LH, 
    OP_LW, 
    OP_LBU, 
    OP_LHU, 
    OP_JALR, 
    OP_ECALL, 
    OP_EBREAK,
    OP_SB, 
    OP_SH, 
    OP_SW,
    OP_BEQ, 
    OP_BNE, 
    OP_BLT, 
    OP_BGE, 
    OP_BLTU, 
    OP_BGEU,
    OP_JAL,
    OP_LUI, 
    OP_AUIPC,
    OP_NA
} t_instr_nmemonic;
typedef enum logic[INSTR_OPCODE_W-1:0] { 
    ZERO    = 7'd0,
    RA      = 7'd1,
    SP      = 7'd2,
    GP      = 7'd3,
    TP      = 7'd4,
    T0      = 7'd5,
    T1      = 7'd6,
    T2      = 7'd7,
    S0      = 7'd8,
    S1      = 7'd9,
    A0      = 7'd10,
    A1      = 7'd11,
    A2      = 7'd12,
    A3      = 7'd13,
    A4      = 7'd14,
    A5      = 7'd15,
    A6      = 7'd16,
    A7      = 7'd17,
    S2      = 7'd18,
    S3      = 7'd19,
    S4      = 7'd20,
    S5      = 7'd21,
    S6      = 7'd22,
    S7      = 7'd23,
    S8      = 7'd24,
    S9      = 7'd25,
    S10     = 7'd26,
    S11     = 7'd27,
    T3      = 7'd28,
    T4      = 7'd29,
    T5      = 7'd30,
    T6      = 7'd31
} t_instr_register;
endpackage
package UART_MIKE_pkg;
parameter UART_FRAME_WIDHT = 11;
parameter UART_FRAME_SIZE = $clog2(UART_FRAME_WIDHT);  
parameter UART_DATA_WIDTH = 8; 
parameter UART_DATA_SIZE = $clog2(UART_DATA_WIDTH);
parameter BYTE = 8;
parameter RX_CLOCK_WIDTH = 5208;  
parameter RX_CLOCK_SIZE = $clog2(RX_CLOCK_WIDTH);
typedef enum {IDLE, RX_DATA, WAIT_FLG_CLR, TX_DATA} UART_FSM;
typedef struct packed {
    logic stop;
    logic parity;    
    logic [UART_DATA_WIDTH-1:0] rx_byte;
} rx_byte_stop;
typedef struct packed {
    logic stop;
    logic parity;
    logic [UART_DATA_WIDTH-1:0] tx_byte;
    logic start;
} tx_byte_stop;
endpackage
import UART_MIKE_pkg::*;
module counter #(
	parameter COUNTER_SIZE = 8
)(
	input logic n_rst,
	input logic clk,
	input logic cnt_en,
	input logic cnt_delete,
	input logic inc,
	input logic  [COUNTER_SIZE-1:0] cnt_goal,
	output logic [COUNTER_SIZE-1:0] count,
	output logic overflow
);
logic [COUNTER_SIZE-1:0] count_ff;
logic [COUNTER_SIZE-1:0] init_val;
assign init_val = (inc) ? 'b0 : cnt_goal;
always_comb begin 
	if (inc) begin 
		if (count_ff ==  cnt_goal)	overflow = 1'b1;
		else							overflow = 1'b0;
	end
	else begin 
		if (count_ff == 'b0)			overflow = 1'b1;
		else							overflow = 1'b0;
	end
end 
always_ff @(posedge clk)					
		begin																
          if (~n_rst) count_ff <= init_val ;										
			else count_ff <= count ;												
		end
always_comb begin 
	if (cnt_en & ~cnt_delete) begin 
		if (inc) count = count_ff + 1'b1;
		else count = count_ff - 1'b1;
	end 
	else if (cnt_delete) begin
		if (inc) count = 'b0;
		else count = cnt_goal;
	end
	else begin
		 count = count_ff;
	end
end
endmodule
[design/flow/run.sh]
#!/bin/bash
# OpenROAD 26Q1-2900-gdf79404cd8, Yosys 0.63+post, stock flow scripts
make -C /OpenROAD-flow-scripts/flow DESIGN_CONFIG=/design/flow/config.mk WORK_HOME=/design/flow/orfs finish
==> qor.yml <==
synth:
  syn_inst: 131
  postSynthSeqShare: 0.166
  yosys-top-cells-area: "dfxtp_1 17%, ha_1 7.8%, xor2_1 6.3%"
  top_area_cell: "dfxtp_1"
  synth.distinct_cells: 39
  syn_area_um2: 967
  yosysTopAreaCellShare: 0.166
  ys_warn_count: 1
  synth_area_per_cell_um2: 7.38
  ys_seq_elements: 8
  yosys-stat-cells: 131
  ys_area_um2: 967
worst_setup_path:
  cp_num_buf_inv: 2
  path_delay_family: "buffers and inverters"
  path_max_fanout: 2
  r2r_slack_ns: 1.38
  worstPathRequired_ns: 2.56
  crit_arrival_ns: 2.48
  cpMaxStageDelayCell: "clkdlybuf4s50_1"
  crit_chain: "clkdlybuf4s50_1, xor2_1, nor4_1, nand4_1, o31ai_2, clkdlybuf4s50_1"
  cp-startpoint: "cnt_goal[5]"
  start_kind: "primary input"
  max_stage_delay_ns: 0.53
  r2r_end: "count_ff[2]"
  critPathKind: "in -> out"
  endpoint_kind: "output port"
  r2r-start: "count_ff[0]"
  path_common_cell: "clkdlybuf4s50_1"
  ff2ff_path_depth: 8
  crit_cells: 6
placed_design:
  dp_slack_ns: -0.379
  routabilityCongestion: 0.903
  post_dp_cell_area_um2: 1380
  io_buffers: 21
  place_inst: 260
  dpl.hpwl_um: 2650
cts:
  tritoncts: "yes"
  clk_pin_slew_worst_paths_ns: 0.04
  cts_buffers: 3
  clock.latency.late_pin_ns: 0.23
  htreeDepth: 1
  clockBufferDepth: 2
  root_buffer: "clkbuf_8"
  cts_sinks: 8
  cts_hold_buf: 0
drt:
  drt_drc_violations_left: 0
  routed_wl_um: 3500
  drtIter0Drc: 75
  viasPerCell: 4.20
  first_pass_iters: 4
  vias: 1114
  antenna_cells: 0
  drtAntennaViolNets: 0
  wl_per_cell_um: 13.2
sta:
  fmax_ghz: 0.321
  period_used_share: 0.974
  hold_violations: 0
  postLayoutSetupSlackWorst_ns: 0.0836
  skew_ns: 0.00313
  slew_headroom: 0.695
  rsz0062_at_grt: "false"
  totalNegativeSetupSlack_ns: 0
  finalCriticalPeriod_ns: 3.12
  tightestPinTransition_ns: 0.457
  setup_viol: 0
  slew_violations: 0
  whs_ns: 0.654
floorplan:
  initial_core_util: 0.133
  die_x_um: 107
  io_pins: 22
  rows: 31
  die_area_um2: 11400
  die_h_um: 107
  core_area_um2: 7290
pwr:
  worst_ir_drop_vdd_v: 0.0000962
  p_leak_nw: 0.626
  p_per_area_nw_per_um2: 341
  finalPower_mw: 0.547
grt:
  overflow: 0
  grt_usage: 0.0601
  grt_pass1_wl_um: 5690
  antenna_found_initial: 0
  grt_max_degree: 18
  first_global_vias: 1117
layout:
  fin_cells: 265
  top_regs: "count_ff (8)"
  area_growth_pct: 65.7
  drive_gt1_frac: 0.301
  regMostFlops: "count_ff"
  fin_util: 0.220
  largest_reg_flops: 8
  finalInstanceArea_um2: 1600
  fillCellCount: 815
job:
  openroad.warnings: 25
  cap_viol_max_count: 0
worst_hold_path:
  hold_end: "count_ff[6]"
  hold_path_class: "reg -> reg"
  holdCritStartpoint: "count_ff[6]"
  hold_path_depth: 2
outcome:
  outcome: "completed"
-- power breakdown --
part	switching (mW)	leakage, nW	internal (mW)
combinational	0.128	0.538	0.161
clock	0.0401	0.0216	0.0815
sequential	0.0245	0.0669	0.112
-- per-layer routing --
| layer | global-route usage | part of all wire |
|---|---|---|
| met1 | 0.0751 | 0.44 |
| met2 | 0.104 | 0.51 |
| met3 | 0.00970 | 0.023 |
| met4 | 0.0164 | 0.023 |
| met5 | 0 | 0 |
-- layout make-up --
cell class,count,area [um2],share of cell area
clock buffer,3,41.3,0.0258
inverter,4,17.5,0.0109
multi-input combinational,111,900,0.561
sequential,8,160,0.0999
tap,99,124,0.0773
timing repair buffer,40,360,0.225
-- tightest hold or removal path, delay by kind of cell (launching register included) --
kind / cells / cell delay [ns]
AND-OR/OR-AND: 1 / 0.12
flip-flops: 1 / 0.45
AND/OR/NAND/NOR: 1 / 0.05
-- worst max-delay path by stage --
stage                      end  slack, ns
final                 overflow       0.08
after global routing  overflow      0.007
after CTS             count[5]       0.01
-- timing repair --
| item | CTS | global route |
|---|---|---|
| buffers inserted | 2 | 0 |
| resized | 21 | 17 |
| pin swaps | 9 | 7 |
| endpoints found under the setup margin | 6 | 7 |
| cloned | 0 | 0 |
-- cell usage after synthesis (all sizes together) --
cell type and count:
nand2 14, nand3b 1, nor4 3, nand3 4, a32oi 3, o21bai 1
o21ai 12, or3 1, nand2b 2, o31ai 2, nand4 2, fa 1
mux2i 2, a211oi 4, a22oi 1, nor3b 1, a21o 3, and3 5
xor2 7, ha 6, nor2b 5, inv 4, xnor2 5, a31oi 3
or4 1, nor3 4, a21oi 8, dfxtp 8, nor2 7, mux2 1
a2bb2oi 2, buf 3, clkbuf 5
-- logic make-up (layout without fill, tap and decap cells) --
| kind of cell | count (synthesis) | count (layout) | share of synthesized area |
|---|---|---|---|
| AND-OR/OR-AND | 39 | 39 | 0.257 |
| XOR/XNOR | 12 | 12 | 0.109 |
| flip-flops | 8 | 8 | 0.166 |
| buffers and inverters | 12 | 47 | 0.0673 |
| adder cells (fa/ha/maj) | 7 | 7 | 0.0983 |
| AND/OR/NAND/NOR | 50 | 50 | 0.270 |
| multiplexers | 3 | 3 | 0.0323 |
-- layout by cell type, fill, tap and decap left out, types with 5 or more instances in the layout --
| cell type | netlist | layout |
|---|---|---|
| xnor2_1 | 5 | 5 |
| clkdlybuf4s50_1 | 0 | 19 |
| ha_4 | 0 | 5 |
| buf_4 | 0 | 18 |
| and3_1 | 5 | 5 |
| xor2_1 | 7 | 7 |
| nor2_1 | 7 | 6 |
| nand2_1 | 14 | 13 |
| nor2b_1 | 5 | 5 |
| o21ai_1 | 9 | 9 |
| dfxtp_1 | 8 | 8 |
Power figures rest on the tool's default switching activity, not on a simulated workload.
